===== design/flow/design.v =====
module axis_in #
 (  parameter N  = 541,
    parameter M  = 1,
	parameter integer D_WIDTH = 16,
    parameter [1:0]  IDLE  = 1'b0,         
                     WRITE = 1'b1
  )(
  	input wire  clk,
	input wire  reset,
	input wire  din_tvalid,
	input wire  din_tlast,
	output wire din_tready,
	output wire [clog2(N-1)-1:0] write_addr_h,
	output wire [clog2($ceil(1.0*N/M)-1)+clog2(M-1)-1:0] write_addr_m,
	output wire write_en,
 	output reg  write_done
  );
	reg  mst_exec_state;   
	wire axis_tready;
	reg  [clog2(N-1)-1:0] write_pointer; 
	reg  [clog2($ceil(1.0*N/M)-1)-1:0] addr_hi;
    reg  [clog2(M-1)-1:0] addr_lo;	
  	assign axis_tready   = ((mst_exec_state == WRITE) && (write_pointer <= N-1));
    assign din_tready    = axis_tready;
    assign write_en      = din_tvalid && axis_tready;
    assign write_addr_h  = write_pointer;
	generate
        if ( M == 1)
			assign write_addr_m = write_pointer;
        else
			assign write_addr_m = {addr_hi, addr_lo};
    endgenerate
	always @(posedge clk) 
	begin  
	  if (!reset) 
        begin
            mst_exec_state <= IDLE;
		end  
	  else
		case (mst_exec_state)
		  IDLE: 
			if (din_tvalid)
			  begin
                mst_exec_state <= WRITE;
			  end
			else
			  begin
                mst_exec_state <= IDLE;
			  end
		  WRITE: 
			if (write_done)
			  begin
                mst_exec_state <= IDLE;
			  end
			else
			  begin
                mst_exec_state <= WRITE;
		    end
		endcase
	end
	always@(posedge clk)
	begin
      if(!reset)
        begin
          write_pointer <= {clog2(N-1) {1'b0}};
          write_done    <= 1'b0;
          addr_lo       <= {clog2(M-1) {1'b0}};
          addr_hi       <= {clog2($ceil(1.0*N/M)-1) {1'b0}};
        end  
      else
	  if (write_pointer < N)
        begin
          if (write_en)
            begin
              write_pointer <= write_pointer + 1;
              write_done <= 1'b0;
              if (addr_lo < M-1)
                begin
                  addr_lo <= addr_lo + 1;
                end
              else
                begin
                  addr_lo <= 1'b0;
                  addr_hi <= addr_hi + 1;
                end
            end
          if ((write_pointer == N-1) || din_tlast)
            begin
              write_done <= 1'b1;            
            end
        end  
	end
    function integer clog2;
      input integer n;
        for (clog2=0; n>0; clog2=clog2+1)
          n = n >> 1;
    endfunction
endmodule

===== design/flow/constraint.sdc =====
current_design axis_in

set clk_period 3.5
set clk_io_pct 0.2

create_clock -name clk0 -period $clk_period [get_ports {clk}]

set non_clock_inputs [all_inputs -no_clocks]
set_input_delay [expr $clk_period * $clk_io_pct] -clock clk0 $non_clock_inputs
set_output_delay [expr $clk_period * $clk_io_pct] -clock clk0 [all_outputs]

===== design/flow/config.mk =====
export PLATFORM = sky130hd
export DESIGN_NAME = axis_in
export DESIGN_NICKNAME = axis_in
export VERILOG_FILES = /design/flow/design.v
export SDC_FILE = /design/flow/constraint.sdc
export NUM_CORES = 4
export LEC_CHECK = 1
export CORE_AREA = 10 10 71 71
export DIE_AREA = 0 0 81 81

===== design/flow/run.sh =====
#!/bin/bash
# OpenROAD 26Q1-2900-gdf79404cd8, Yosys 0.63+post, stock flow scripts
make -C /OpenROAD-flow-scripts/flow DESIGN_CONFIG=/design/flow/config.mk WORK_HOME=/design/flow/orfs finish

==> impl_metrics.tcl <==
# place-and-route summary
set metrics [dict create \
    p_switching_uw 64.6 \
    syn2layout_area_growth_pct 38.5 \
    irDropWorstVdd_mv 0.125 \
    worst_pin_slew_ns 0.713 \
    mostFrequentLayoutCell "clkdlybuf4s50_1" \
    layout.cells.non_filler 151 \
    dpl.cell_count 148 \
    hold_viol 0 \
    finalCriticalPeriod_ns 2.66 \
    fp-row-count 22 \
    drt_iter0_markers 23 \
    wl_um 1820 \
    grt-ovfl-total 0 \
    vias_per_cell 4.46 \
    drtAntennaViolNets 0 \
    min_path_type "reg2reg" \
    boundaryPins 27 \
    warnings 27 \
    final_max_slew_viol_count 0 \
    simple_gate_share_pct 21.1 \
    cts_root_buffer "clkbuf_8" \
    antenna_found_initial 0 \
    ys_warn_count 1 \
    met2_usage_pct 8.52 \
    num_antenna_cells 0 \
    worstSetupPathType "in2out" \
    chipArea_sq_um 6560 \
    core_region_area_sq_um 3630 \
    cp_cell_sequence "clkdlybuf4s50_1 -> nand3_1 -> a31oi_1 -> clkdlybuf4s50_1" \
    gr-max-usage-layer "met2" \
    final.setup_skew_ns 0.00464 \
    globalplace.congestion 0.865 \
    placed_cell_area_sq_um 962 \
    fmax_ghz 0.376 \
    drive_gt1_share_pct 4.85 \
    dr.pass1.iters 4 \
    cts.sinks 12 \
    wl_per_cell_um 12.1 \
    setup_tns_ns 0 \
    synthTopCellsByArea "dfxtp_1 (33%), buf_4 (10%), ha_1 (5.2%)" \
    power_frac_comb_pct 10.6 \
    grt.met3_usage_pct 2.23 \
    r2r_cells 4 \
    postCtsSetupBuffers 0 \
    fp_util_pct 19.9 \
    synth_area_sq_um 724 \
    power.internal_uw 233 \
    met1_usage_pct 7.43 \
    max_slew_margin_pct 52.5 \
    crit_fanout 3 \
    clkLatencyLatePin_ns 0.24 \
    yosys.area_share.aoi_pct 22.1 \
    top_area_share_pct 33.2 \
    cts_resized 0 \
    ys.flop_type "dfxtp_1" \
    cp-start-kind "input port" \
    p_leak_uw 0.000328 \
    num_vias 673 \
    ys_async_sr_fraction_pct 0 \
    track_usage_pct 5.60 \
    p_clk_share_pct 41.2 \
    ys_sh_adder_pct 5.18 \
    syn_avg_cell_area_sq_um 8.42 \
    cts_tree "yes" \
    h-tree-depth 1 \
    yosysTopAreaCell "dfxtp_1" \
    die_w_um 81 \
    p_seq_share_pct 48.2 \
    cts_buffer_depth 2 \
    netlist_instances 86 \
    ys_area_sq_um 724 \
    cts_buffers 3 \
    timing.rr.end "write_pointer[7]$_SDFFE_PN0P_" \
    top_logic_kind "AND-OR/OR-AND gates" \
    grt_pass1_wl_um 3040 \
    fin_area_sq_um 1000 \
    layout_top_cells "clkdlybuf4s50_1 (26), dfxtp_1 (12), nand3_1 (7)" \
    grt_max_degree 19 \
    hold_path_end "write_done$_SDFFE_PN0P_" \
    min_path_cells 2 \
    cpPeakStageDelay_ns 0.52 \
    rsz0062_at_grt "false" \
    worst_path_most_repeated_cell "clkdlybuf4s50_1" \
    grt_pass1_vias 631 \
    worstPathArrival_ns 1.96 \
    clk_pin_slew_ns 0.05 \
    portBuffers 26 \
    edf_count 0 \
    cts_hold_buf 0 \
    ys_cells 86 \
    status "complete, no violations" \
    worst-r2r-setup-slack_ns 1.34 \
    cap_violations 0 \
    hold_ws_ns 0.503 \
    ys_sh_xor_pct 1.21 \
    crit_slowest_cell "clkdlybuf4s50_1" \
    endpoint_kind "output pin" \
    finalSetupViolCount 0 \
    drc_errors 0 \
    die_height_um 81 \
    r2r_start "write_pointer[5]$_SDFFE_PN0P_" \
    fin_util_pct 27.6 \
    ys_seq_share_pct 33.2 \
    muxShareOfSynthArea_pct 2.76 \
    crit_required_ns 2.80 \
    worstHoldStart "write_done$_SDFFE_PN0P_" \
    synth_flops 12 \
    synth_cell_type_count 28 \
    p_sw_share_pct 21.7 \
    power_density_nw_per_um2 297 \
    fin_crit_sh_pct 76.0 \
]
-- worst max-delay path, delay by kind of cell --
family                 cells  cell delay [ns]
AOI/OAI and AO/OA          1             0.16
buffers and inverters      2             1.01
and+or+nand+nor            1             0.09
-- metrics by stage --
stage                     power (uW)  setup WS [ns]
after global routing             314          0.751
after global placement           178          0.873
after floorplan                  163           1.77
after CTS                        302          0.836
after detailed placement         178          0.851
final                            298          0.840
-- synth_stat cells, types with 2 or more instances --
master and instances:
nand4_1 2, nor2_1 3, clkbuf_1 2, mux2i_1 2, a31oi_1 2, nand3_1 7
dfxtp_1 12, o31ai_1 2, buf_4 10, inv_1 6, or4_1 2, nand2_1 6
o21ai_0 5, ha_1 3, nor4_1 3, or3_1 3, a21oi_1 5
-- worst max path at each step --
stage / cells past startpoint / startpoint / to
4_1_cts: 4 / din_tvalid / write_en
5_1_grt: 4 / din_tvalid / write_en
6_report: 4 / din_tvalid / write_en
-- area by class of cell --
class | count | area (sq um)
Inverter | 6 | 22.5
Sequential cell | 12 | 240
Clock buffer | 3 | 41.3
Timing Repair Buffer | 26 | 260
Fill cell | 382 | 2630
Tap cell | 48 | 60.1
Multi-Input combinational cell | 56 | 379
-- power groups by stage --
stage | Combinational [uW] | Sequential, uW | Clock (uW)
final | 31.6 | 144 | 123
after global routing | 35.6 | 144 | 134
after CTS | 32.0 | 144 | 126
-- per-layer routing --
layer / part of all wire [%] / wire length [um]
met4: 0.60 / 11
met2: 43 / 787
met1: 46 / 844
met5: 0 / 0
met3: 9.8 / 178
-- registers in the layout (all words and copies together), names as in the netlist --
register        count
write_pointer      10
write_done          1
mst_exec_state      1
-- logic make-up after synthesis --
group,after synthesis
XOR/XNOR,1
buffers and inverters,18
flip-flops,12
multiplexers,2
adder cells (fa/ha/maj),3
AND-OR/OR-AND,21
AND/OR/NAND/NOR,29
Power figures rest on the tool's default switching activity, not on a simulated workload.
