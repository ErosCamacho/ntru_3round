## flow/config.mk

```make
export PLATFORM = sky130hd
export DESIGN_NAME = axis_out
export DESIGN_NICKNAME = axis_out
export VERILOG_FILES = /design/flow/design.v
export SDC_FILE = /design/flow/constraint.sdc
export NUM_CORES = 4
export LEC_CHECK = 1
export CORE_AREA = 10 10 86 86
export DIE_AREA = 0 0 96 96
```

## flow/design.v

```verilog
module axis_out # 
  (	
    parameter N  = 541,
	parameter M  = 1,
	parameter integer D_WIDTH = 16,
	parameter integer S_COUNT = 16,
	parameter [1:0] IDLE 		 = 2'b00,                                              
					INIT_COUNTER = 2'b01, 
					SEND_STREAM  = 2'b10
  )( 
	input  wire clk,
	input  wire reset,
	input  wire read,
	input  wire dout_tready,
	output wire dout_tvalid,
	output wire dout_tlast,
	output wire [clog2($ceil(1.0*N/M)-1)+clog2(M-1)-1:0] read_addr,
	output wire read_en,
	output wire read_done
  );
	reg  [1:0] mst_exec_state;
	reg  [clog2(S_COUNT-1)-1: 0] count;
	wire axis_tvalid;
	reg  axis_tvalid_delay;
	wire axis_tlast;
	reg  axis_tlast_delay;	
	wire tx_en;
	reg  tx_done;
	reg  tx_done_delay;	
	reg  [clog2(N-1)-1:0] read_pointer;
	reg  [clog2($ceil(1.0*N/M)-1)-1:0] addr_hi;
    reg  [clog2(M-1)-1:0] addr_lo;
	assign axis_tvalid  = ((mst_exec_state == SEND_STREAM) && (read_pointer < N) && read);
    assign axis_tlast   = (read_pointer == N-1);
	assign tx_en        = read && dout_tready && axis_tvalid;
	assign dout_tvalid	= axis_tvalid_delay;
    assign dout_tlast   = axis_tlast_delay;
    assign read_en      = tx_en;
    assign read_done    = tx_done_delay;
	generate
	   if ( M == 1)
	       assign read_addr = read_pointer;
	   else
		  assign read_addr = {addr_hi, addr_lo};
    endgenerate
	always @(posedge clk)
	begin
		if (!reset)
			begin
				mst_exec_state <= IDLE;
				count <= {clog2(S_COUNT-1) {1'b0}};
			end
		else
			case (mst_exec_state)
			  IDLE:                      
				mst_exec_state <= INIT_COUNTER;
			  INIT_COUNTER:
				if ( count == S_COUNT - 1 )
					begin
						mst_exec_state <= SEND_STREAM;
					end
				else
					begin
						count <= count + 1;
						mst_exec_state <= INIT_COUNTER;
					end
			  SEND_STREAM:
				if (tx_done)
					begin
						mst_exec_state <= IDLE;
					end
				else
					begin
						mst_exec_state <= SEND_STREAM;
					end
			endcase
	end
	always @(posedge clk)  
	begin
        if (!reset)
			begin
                axis_tvalid_delay <= 1'b0;
                axis_tlast_delay <= 1'b0;
                tx_done_delay <= 1'b0;
            end
        else
            begin
				axis_tvalid_delay <= axis_tvalid;
				axis_tlast_delay <= axis_tlast;
	            tx_done_delay <= tx_done;
		end
	end
	always@(posedge clk)
	begin
		if(!reset)
			begin
				tx_done      <= 1'b0;
				read_pointer <= {clog2(N-1) {1'b0}};
				addr_lo      <= {clog2(M-1) {1'b0}};
				addr_hi      <= {clog2($ceil(1.0*N/M)-1) {1'b0}};
			end          
		else 
		if (read_pointer < N)
			begin
				if (tx_en)
					begin            
						read_pointer <= read_pointer + 1;
						tx_done <= 1'b0;
						if (addr_lo < M-1)
                            begin
                                addr_lo <= addr_lo + 1;
                            end
                        else
                            begin
                                addr_lo <= 1'b0;
                                addr_hi <= addr_hi + 1;
                            end				
					end
                if (read_pointer == N-1)
                    begin 
                        tx_done <= 1'b1;
                    end                                
            end
	end
    function integer clog2;
		input integer n;
			for (clog2=0; n>0; clog2=clog2+1)
				n = n >> 1;
    endfunction
endmodule
```

## flow/constraint.sdc

```tcl
current_design axis_out

set clk_period 3.5
set clk_io_pct 0.2

create_clock -name clk0 -period $clk_period [get_ports {clk}]

set non_clock_inputs [all_inputs -no_clocks]
set_input_delay [expr $clk_period * $clk_io_pct] -clock clk0 $non_clock_inputs
set_output_delay [expr $clk_period * $clk_io_pct] -clock clk0 [all_outputs]
```

## flow/run.sh

```bash
#!/bin/bash
# OpenROAD 26Q1-2900-gdf79404cd8, Yosys 0.63+post, stock flow scripts
make -C /OpenROAD-flow-scripts/flow DESIGN_CONFIG=/design/flow/config.mk WORK_HOME=/design/flow/orfs finish
```

==> reports/results.ini <==
[yosys]
edf_count = 0
async_flop_share_pct = 0
syn_area_per_cell_sq_um = 9.18
top_area_share_pct = 42.8
postSynthSeqShare_pct = 42.8
flop_cell = dfxtp_1
syn_area_sq_um = 982
ys_area_sq_um = 982
synth_cell_type_count = 30
post-synth-top-count-cell = dfxtp_1
top_area_cell = dfxtp_1
area_leaders = dfxtp_1 (43%), a21boi_0 (5.4%), ha_1 (5.1%), nand3_1 (4.1%), o21ai_0 (3.6%)
ys.flops = 21
common_cells = dfxtp_1 (21), nand2_1 (8), nand3_1 (8)
synthCells = 107
yosysWarningCount = 1
ys_cells = 107

[hold_path]
hold_path.startpoint = tx_done
worstHoldPathCells = 2
hold_class = reg -> reg
min_to = mst_exec_state[0]

[run]
tool_warnings = 27
drv_cap = 0

[cells_and_area]
num-fill-cells = 626
fin_cells = 198
final_util_pct = 23.1
syn2layout_area_growth_pct = 30.1
drive_gt1_share_pct = 6.35

[clocking]
h-tree-depth = 1
clk_pin_slew_ns = 0.08
cts_buffers = 3
clk_latency_ns = 0.26
cts.sink_count = 21
clock_path_buffers = 2
cts-root-buf = clkbuf_8
postCtsSetupRepairBufs = 0
ctsHoldBuffers = 0
cts_tree = yes
ctsResizeCount = 0

[sta]
slew_headroom_pct = 51.7
fin_worst_skew_ns = 0.000273
finalSetupTns_ns = 0
rsz0062_at_grt = false
worst_slew_pin_slew_ns = 0.722
setup_viol = 0
finalCriticalPeriod_ns = 2.79
slew_violations = 0
finalClockPeriodUsage_pct = 79.8
clock.fmax_ghz = 0.358
hold_ws_ns = 0.455
finalHoldViolations = 0

[critical_path]
arrival_ns = 2.09
regToRegSetupSlack_ns = 1.76
worstSetupPathType = reg -> out
reg2reg_from = read_pointer[0]
endpoint_kind = output pin
r2r_cells = 7
start_kind = flop
cp.required_ns = 2.80
cp_max_fo = 14
reg2reg_to = read_pointer[2]

[placed_design]
gp_congestion = 0.777
dp_hpwl_microns = 1610
dp.cells = 194
portBuffers = 17

[floorplanning]
row_count = 27
placeableCoreArea_sq_um = 5540
die_h_microns = 96
dieWidth_microns = 96
dieArea_sq_um = 9220
fp_util_pct = 17.7
pin_count = 18

[route]
num_vias = 827
dr.first_iter.drc_count = 47
drt_first_pass_iters = 4
antenna_cells = 0
drc_errors = 0
drt_wl_total_microns = 2200
post_drt_via_cell_ratio = 4.18
wl_per_cell_microns = 11.1
antenna_left = 0

[global_routing]
grt_pass1_wl_microns = 3890
grt_util_all_layers_pct = 5.19
grt_pass1_vias = 803
antenna_found_initial = 0
grt_max_degree = 24
grt-ovfl-total = 0

[run_status]
outcome = complete, no violations

[pwr]
p_leak_uw = 0.000435
power.density_nw_per_um2 = 328
ir_worst_vdd_mv = 0.233

[worst max-delay path: stages, from the launching register on]
cell and delay (ns):
dfxtp_1 0.47, inv_1 0.12, ha_1 0.23, nand4b_1 0.19, a21boi_2 0.15, buf_4 0.18
nor2_1 0.08, clkdlybuf4s50_1 0.41
[final cells by class]
cell class / instances / area [sq um] / share of cell area (%)
clock inverter: 1 / 5.00 / 0.392
tap: 72 / 90.1 / 7.05
multi-input combinational: 79 / 528 / 41.3
clock buffer: 3 / 41.3 / 3.23
inverter: 4 / 15.0 / 1.18
timing repair buffer: 18 / 178 / 13.9
sequential: 21 / 420 / 32.9
[logic make-up (layout without fill, tap and decap cells)]
| kind of cell | Yosys count | in the layout | share of synthesized area (%) |
|---|---|---|---|
| AOI/OAI and AO/OA | 23 | 23 | 15.7 |
| xor gates and xnor gates | 2 | 2 | 1.78 |
| adders and majority gates | 4 | 4 | 5.10 |
| buffers and inverters | 7 | 26 | 3.44 |
| DFF | 21 | 21 | 42.8 |
| muxes | 2 | 2 | 2.04 |
| and+or+nand+nor | 48 | 48 | 29.2 |
[power by group]
group | switching (uW) | internal [uW] | total [uW]
registers | 3.30 | 242 | 246
clock network | 78.0 | 79.2 | 157
logic | 7.19 | 8.45 | 15.6
[state kept, by name, indices dropped and copies added (netlist names)]
signal / count
read_pointer: 10
count: 4
mst_exec_state: 3
axis_tlast_delay: 1
axis_tvalid_delay: 1
tx_done: 1
tx_done_delay: 1
[cell usage in the layout, fill, tap and decap left out, drive strengths merged, types with 2 or more instances in the layout]
cell type	netlist	routed
clkbuf	2	3
dfxtp	21	21
or3	5	5
and2	3	3
nand2b	3	3
ha	4	4
nand3	8	8
o21ai	7	7
mux2i	2	2
nand4	5	5
o31ai	2	2
nor4	2	2
nand2	8	8
clkdlybuf4s50	0	17
xnor2	2	2
nand4b	2	2
inv	4	4
and3	4	4
a21oi	2	2
nor2	4	4
a21boi	10	10
[per-layer routing]
| layer | GRT usage (%) | up-vias | wire [microns] |
|---|---|---|---|
| met4 | 0.123 | 0 | 3 |
| met3 | 2.36 | 2 | 157 |
| met5 | 0 | - | 0 |
| met1 | 6.56 | 385 | 1030 |
| li1 | - | 426 | - |
| met2 | 8.46 | 14 | 1010 |
[how the worst max path moves through the flow]
stage         cells after the start            start      end  slack, ns
CTS                               7  read_pointer[0]  read_en       0.69
global route                      7  read_pointer[0]  read_en       0.55
finish                            7  read_pointer[0]  read_en       0.71
[through the flow]
stage	instance area (sq um)	setup WS (ns)	power, uW
2_1_floorplan	982	1.56	260
3_3_place_gp	1230	0.756	267
3_5_place_dp	1230	0.748	267
4_1_cts	1280	0.689	426
5_1_grt	1280	0.546	438
6_report	1280	0.706	418
No activity file was given, so power comes from the tool's default toggle rates.
